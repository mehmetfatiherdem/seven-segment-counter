$ cat run.sh
#!/bin/bash
# OpenROAD 26Q1-2900-gdf79404cd8, Yosys 0.63+post, stock flow scripts
make -C /OpenROAD-flow-scripts/flow DESIGN_CONFIG=/design/flow/config.mk WORK_HOME=/design/flow/orfs finish
$ cat config.mk
export PLATFORM = sky130hd
export DESIGN_NAME = seven_segment_counter
export DESIGN_NICKNAME = seven_segment_counter
export VERILOG_FILES = /design/flow/design.v
export SDC_FILE = /design/flow/constraint.sdc
export NUM_CORES = 4
export LEC_CHECK = 1
export CORE_UTILIZATION = 40
$ cat constraint.sdc
current_design seven_segment_counter

set clk_period 4.0
set clk_io_pct 0.2

create_clock -name clk0 -period $clk_period [get_ports {clk}]

set non_clock_inputs [all_inputs -no_clocks]
set_input_delay [expr $clk_period * $clk_io_pct] -clock clk0 $non_clock_inputs
set_output_delay [expr $clk_period * $clk_io_pct] -clock clk0 [all_outputs]
$ cat design.v
module seven_segment_counter( grounds, display, clk, inc, ss);
output logic [3:0] grounds;
output logic [6:0] display;
input clk; 
logic [3:0] data [3:0] ;  
logic [1:0] count;        
logic [25:0] clk1;
logic [5:0] ssv;
input logic inc;
input logic ss;
logic [31:0] bufferInc;    
logic stateInc;
logic [31:0] bufferSS;    
logic stateSS;
always_ff @(posedge clk1[15])
begin 
	bufferInc <= {bufferInc[30:0],inc};
    case (stateInc)
            1'b0:
                begin
                    if(&(bufferInc)== 1)  
                        begin
                            data[0] <= data[0]+1;
									 if(data[0] == 'hf && data[1] == 'hf && data[2] == 'hf && data[3] == 'hf)
										begin
											data[0] <= 4'h0;
											data[1] <= 4'h0;
											data[2] <= 4'h0;
											data[3] <= 4'h0;
										end
										if(data[0] == 'hf)
											data[1] <= data[1]+1;
										if(data[0] == 'hf && data[1] == 'hf)
											data[2] <= data[2]+1;
										if(data[0] == 'hf && data[1] == 'hf && data[2] == 'hf)
											data[3] <= data[3]+1;
                            stateInc<=1;
                        end
                end
            1'b1:
                begin
                   if(|(bufferInc) == 0)  
                        stateInc<=0;
                end
        endcase
end
always_ff @(posedge clk1[15])
begin 
bufferSS <= {bufferSS[30:0],ss};
    case (stateSS)
            1'b0:
                begin
                    if(&(bufferSS)== 1)  
                       begin
									if(ssv == 'hf)
										ssv <= 'h13;
									else if(ssv == 'h13)
										ssv <= 'h19;
									else
										ssv <= 'hf;
									stateSS<=1;				
							  end
                end
            1'b1:
                begin
                   if(|(bufferSS) == 0)  
                        stateSS<=0;
                end
        endcase
end
always_ff @(posedge clk1[ssv])     
begin
    grounds<={grounds[2:0],grounds[3]};
    count<=count+1;               
end
always_ff @(posedge clk)
    clk1<=clk1+1;
always_comb
    case(data[count])
        0:display=7'b1111110;  
        1:display=7'b0110000;
        2:display=7'b1101101;
        3:display=7'b1111001;
        4:display=7'b0110011;
        5:display=7'b1011011;
        6:display=7'b1011111;
        7:display=7'b1110000;
        8:display=7'b1111111;
        9:display=7'b1111011;
        'ha:display=7'b1110111;
        'hb:display=7'b0011111;
        'hc:display=7'b1001110;
        'hd:display=7'b0111101;
        'he:display=7'b1001111;
        'hf:display=7'b1000111;
        default display=7'b1111111;
    endcase
initial begin
    data[0]=4'hd;
    data[1]=4'hf;
    data[2]=4'hf;
    data[3]=4'hf;
    count = 2'b0;
    grounds=4'b1110;
    clk1=0;
	 ssv=5'hf; 
	 stateInc=1;
    bufferInc = 32'b1;
	 stateSS=1;
    bufferSS = 32'b1;
end
endmodule
==> metrics.sh <==
RUN_STATUS='finished, final reports clean'
SYNTHESIS.AREA_UM2=4170
POSTSYNTHSEQSHARE_PCT=61.5
PLACEMENT.IO_BUFFERS=13
ASYNC_RESET_FF_SHARE_PCT=0
SYN-MEAN-INSTANCE-AREA_UM2=12.1
R2R_START='clk1[0]'
CLOCK-SKEW-FINAL_NS=0.00265
ANTENNA_FOUND_INITIAL=0
POST_SYNTH_TOP_AREA_CELL='dfxtp_1'
MAX_CAP_VIOLATIONS=0
SYNTH.AREA.TOP_CELLS='dfxtp_1 47%, edfxtp_1 14%, ha_1 4.8%, xnor2_1 4.4%, nand4_1 3.3%'
GROUTE.USAGE.OVERALL_PCT=11.4
TOP_CELLS_BY_COUNT='98 x dfxtp_1, 23 x nor2_1, 22 x nand4_1, 22 x nor4_1, 21 x xnor2_1'
SHARE_COMB_OF_TOTAL_POWER_PCT=0.4
NUMBER_OF_ENABLE_TYPE_REGISTER_CELLS_IN_THE_SYNTHESIZED_NETLIST=20
SYNTH_CELLS=345
CTS_SETUP_BUFFERS=0
WORST_SETUP_ENDPOINT='clk1[18]'
CTS_MAX_PATH_BUFFERS=2
UNTIMED_ENDPOINTS=123
VIA_PER_INST=4.93
AREA.GROWTH.SYNTH_TO_FINAL_PCT=7.84
CTSHOLDBUFFERS=0
WORSTREG2REGEND='clk1[18]'
PRECTSSETUPSLACK_NS=2.41
WORST-ENDPOINT-REQUIRED_NS=4.16
LEAKAGE_nW=1.63
FMAXACHIEVABLE_MHz=622
DIE_HEIGHT_UM=104
CORE_UTIL_FLOORPLAN_PCT=41.8
SWITCHING_SHARE_PCT=18.1
WORST_SETUP_HOLD_PATH_CLK_SLEW_NS=0.08
DP_HPWL_MM=4.43
STDCELL_AREA_UM2=4490
PIN_COUNT=14
TRITONCTS.NUM_BUFFERS=3
WORST-PATH-MAX-FANOUT=7
SYNTH.LIB_CELLS_USED.DISTINCT=40
IR_DROP_V=0.000179
POST_SYNTHESIS_SEQUENTIAL_ELEMENT_COUNT=118
TOOL_WARNINGS=34
POWER.NET_SWITCHING_W=0.0000768
WORST_SLEW_MARGIN_REL_PCT=45.5
YOSYS_AREA_UM2=4170
CLOCK_PERIOD_MINUS_FINAL_WORST_SETUP_SLACK_NS=1.61
POST-ROUTE-UTIL_PCT=45.1
RSZ0062_AT_GRT='false'
NUMBER_OF_DRC_MARKERS_IN_ITERATION_0=89
MULTI_INPUT_COMB_AREA_UM2=1510
START_POINT_OF_THE_CRITICAL_PATH='clk1[0]'
GRT_PASS1_VIAS=2224
DR_TOTAL_VIAS=2425
FINAL.FILL_COUNT=899
SETUP_VIOL_COUNT_FINAL=0
TOTAL_POWER_W=0.000425
CRITPATHLAUNCHTYPE='flip-flop'
WORST_SETUP_PATH_END_KIND='flip-flop'
HOLDCRITPATHCLASS='flip-flop to flip-flop'
WIRE_PER_INST_UM=11.8
CLOCK_POWER_SHARE_PCT=38.7
PLACE.GP.CONGESTION=0.809
CLOCK.LATENCY.LATE_PIN_NS=0.26
PLACEMENT.CELL_AREA_UM2=4440
CELLPOWERDENSITY_nW_PER_UM2=94.6
FINALSETUPTNS_NS=0
INTERNAL_POWER_W=0.000348
STD_CELL_ROWS=36
MAX_SLEW.WORST_PIN.SLEW_NS=0.801
GRT_FIRST_PASS_WIRELENGTH_MM=10.2
ROUTE.ANTENNA.REMAINING_NETS=0
YS.FLOP_TYPE='dfxtp_1'
CORE_UM2=9950
FINAL-MAX-SLEW-VIOLATION-COUNT=0
ROUTED_WIRELENGTH_MM=5.80
ANTENNA_DIODE_INSTANCE_COUNT=0
FRACTION_OF_LAYOUT_INSTANCES_USING_A_DRIVE_STRENGTH_ABOVE_1_PCT=5.57
HTREE_LEVELS=1
YS.WARNINGS.COUNT=2
CHIPAREA_UM2=10800
POST-ROUTE-PERIOD-UTIL_PCT=40.2
REG_TO_REG_SLACK_SETUP_NS=2.39
GLOBALROUTEOVERFLOWTOTAL=0
POWER.SEQUENTIAL.FRACTION_PCT=60.9
REGAREA_UM2=2560
CTS_ROOT_BUF='clkbuf_8'
CRITICAL_PATH_DATA_ARRIVAL_TIME_NS=1.77
SETUP.WORST_PATH.CLASS='flip-flop to flip-flop'
FINALWORSTSETUPSLACK_NS=2.39
YOSYS-STAT-CELLS=345
YOSYS.AREA.TOP_TYPE_SHARE_PCT=47.1
GRT_MAX_DEGREE=89
DIE_W_UM=104
DRC_ERRORS=0
POSTCTSRESIZEDCELLS=0
TRITONCTS='yes'
TOP_CELL='dfxtp_1'
RR_WORST_DEPTH=5
DETAILEDROUTE.FIRSTPASSITERATIONCOUNT=4
COUNT_OF_UNCLOCKED_REGISTER_OR_LATCH_PINS=92
HOLD_VIOL_FINAL=0
==> stage by stage <==
stage          cells  hold WS, ns
2_1_floorplan    345        0.370
3_3_place_gp     488        0.382
3_5_place_dp     488        0.389
4_1_cts          492        0.410
5_1_grt          492        0.432
6_report         492        0.410
==> cell usage in the layout (no fill, tap or decap), types with 2 or more instances in the layout <==
cell type,n
mux2i_1,8
a21oi_1,3
clkbuf_8,4
nand3_1,20
nand4_1,22
xnor2_1,21
and4_1,2
xor2_1,12
dfxtp_1,97
nor3_2,3
ha_1,16
o21ai_0,2
inv_1,16
or2_2,2
a222oi_1,4
mux2_2,4
mux4_2,2
nor2_1,23
clkdlybuf4s50_1,13
nand2_1,13
nor3_1,3
nor4_1,22
edfxtp_1,20
and3_1,8
nand4b_1,3
==> area by class of cell <==
| type | instances | share of cell area (%) |
|---|---|---|
| repair buffers | 14 | 3.06 |
| flip-flops and latches | 118 | 57.1 |
| well taps | 133 | 3.70 |
| inverters | 17 | 1.42 |
| multi-input cells | 206 | 33.5 |
| clock buffers | 4 | 1.23 |
==> power by group through the flow <==
stage / sequential, W / combinational, W / clock, W
5_1_grt: 0.000259 / 0.00000197 / 0.000181
6_report: 0.000259 / 0.00000184 / 0.000164
4_1_cts: 0.000259 / 0.00000185 / 0.000169
==> routing by layer <==
layer | GRT usage (%) | share of wire [%] | up-vias
met1 | 19.4 | 55 | 1120
met4 | 0.612 | 0.57 | 0
met2 | 17.1 | 42 | 25
met5 | 0 | 0 | -
met3 | 1.53 | 2.4 | 4
li1 | - | - | 1276
==> critical path, cell delays in order (launching register included) <==
cell and delay [ns]:
dfxtp_1 0.37, ha_1 0.21, nand2_1 0.11, nor3_2 0.47, nand4_1 0.18, xnor2_1 0.16
==> registers in the layout (all words and copies together) (netlist names) <==
name / flops
grounds: 4
count: 2
clk1: 26
stateSS: 1
bufferInc: 32
data: 16
ssv: 4
bufferSS: 32
stateInc: 1
==> how the worst min path moves through the flow <==
stage,cells past startpoint,from,slack [ns],to
CTS,1,clk1[0],0.41,clk1[0]
global route,1,clk1[0],0.43,clk1[0]
finish,1,clk1[0],0.41,clk1[0]
==> logic make-up (layout without fill, tap and decap cells) <==
family          Yosys count  in the layout  share of synthesized area (%)
fa+ha+maj                16             16                           4.81
simple gates            125            125                           16.6
xor+xnor                 33             33                           6.94
compound gates           16             16                           3.09
mux                      16             16                           4.69
flops                   118            118                           61.5
buf+inv                  21             35                           2.34
Power is estimated from default activity; no workload was simulated.
